`flow/run.sh`:
```
#!/bin/bash
# OpenROAD 26Q1-2900-gdf79404cd8, Yosys 0.63+post, stock flow scripts
make -C /OpenROAD-flow-scripts/flow DESIGN_CONFIG=/design/flow/config.mk WORK_HOME=/design/flow/orfs finish
```
`flow/config.mk`:
```
export PLATFORM = sky130hd
export DESIGN_NAME = toppc
export DESIGN_NICKNAME = toppc
export VERILOG_FILES = /design/flow/design.v
export SDC_FILE = /design/flow/constraint.sdc
export NUM_CORES = 4
export LEC_CHECK = 1
export CORE_UTILIZATION = 40
```
`flow/constraint.sdc`:
```
current_design toppc

set clk_period 7.0
set clk_io_pct 0.2

create_clock -name clk0 -period $clk_period [get_ports {clk}]

set non_clock_inputs [all_inputs -no_clocks]
set_input_delay [expr $clk_period * $clk_io_pct] -clock clk0 $non_clock_inputs
set_output_delay [expr $clk_period * $clk_io_pct] -clock clk0 [all_outputs]
```
`flow/design.v`:
```
module PC_Reg (
    input logic [31:0]            next_PC,
    input logic                   rst,
    input logic                   clk, 
    output logic [31:0]           PC
);
always_ff @ (posedge clk, posedge rst)begin
   if(rst) PC <= {32'b0};
    else    PC <= next_PC;
end 
endmodule
module toppc (          
  input logic  [31:0]      ImmOp,
  input logic              rst,   
  input logic              PCsrc,
  input logic              clk,
  output logic  [31:0]     PC, 
  input logic  [31:0]      sum, 
  input logic              jalrsel
);
logic [31:0]  inc_PC;
logic [31:0]  branch_PC;
logic [31:0]  jump_PC;
logic [31:0]  next_PC;
assign inc_PC = PC+4;
assign jump_PC = PC + ImmOp;
assign branch_PC = jalrsel? sum : jump_PC; 
assign next_PC = (PCsrc) ? branch_PC : inc_PC;
PC_Reg  PC_Reg( 
  .rst (rst),
  .next_PC (next_PC),
  .clk (clk),
  .PC (PC)
);
endmodule
```
==> metrics.cfg <==
[power_and_ir_drop]
ir_worst_vdd_v = 0.000129
p_leak_nw = 1.84
p_per_area_mw_per_mm2 = 297
p_total_mw = 1.40

[placed_design]
routabilityCongestion = 0.937
hpwl_um = 8170
portBuffers = 99

[cells_and_area]
regMostFlops = PC_Reg.PC
seq_area_um2 = 801
area_growth_pct = 32.5
layout-drive-gt1-share = 0.0444
fillerInstances = 804
largest_reg_flops = 32
mi_logic_area_mm2 = 0.00261
reg_top3 = PC_Reg.PC: 32 flops

[synth]
ys_warn_count = 1
yosys_cells = 450
ys_area_mm2 = 0.00355
avgSynthCellArea_um2 = 7.89
ys_ff = 32
synth-edff-count = 0
synthesis.area_mm2 = 0.00355
syn_inst = 450
postSynthSeqShare = 0.226
async_flop_share = 1.00
flop_cell = dfrtp_1
synth_cell_types = 54

[sta]
skew_ps = 3.60
setup_viol = 0
relSlewSlack = 0.457
final.setup.tns_ps = 0
min_period_ps = 4130
hold_viol = 0
rsz0062_at_grt = no
fmax_mhz = 242
drv_slew = 0
period_used_share = 0.589
max_slew.worst_pin.slew_ps = 810

[clock_network]
clk_path_buf_depth = 2
postCtsSetupBuffers = 0
cts_hold_buffers = 0
cts_resized = 0
clk_pin_slew_ps = 70
clkSinkCount = 32
cts-root-buf = clkbuf_8
cts_tree = yes
cts_buffers = 5
cts_htree_levels = 2
insertion_delay_ps = 290

[detailed_routing]
post_drt_wl_per_cell_um = 16.8
drtPass1Iterations = 5
routed_wirelength_um = 10900
via_per_inst = 5.70
detail-route-antenna-nets = 0
drtIter0Drc = 161
vias = 3698
drc = 0
num_antenna_cells = 0

[run]
warnings = 25
max-cap-violations = 0

[die]
dieArea_mm2 = 0.00925
rows = 34
ios = 100
initial_core_util = 0.411
core-area_mm2 = 0.00864
die_y_um = 96.2
fp.dieW_um = 96.2

[worst_setup_path]
critPathCaptureType = flop
cp.required_ps = 7180
crit_fanout = 3
crit_type = input port to flop
worstSetupStartpointType = input port
cp.arrival_ps = 4310

[min_path]
hold_path_class = flop to flop

[global_route]
grt_usage = 0.248
grt_max_degree = 59
grt_pass1_wl_um = 17300
antenna_found_initial = 0
grt_pass1_vias = 3376
grt.overflow.total = 0

[run_status]
status = finished clean

==> through the flow <==
step	hold slack, ps	setup slack (ps)	instance area, um^2	instances	util
after floorplan	495	3260	3550	450	-
after global placement	551	2630	4610	641	0.534
after detailed placement	573	2590	4610	641	0.534
after CTS	583	2880	4700	649	0.544
after global routing	623	2610	4700	649	0.544
final	579	2870	4700	649	0.544
==> report_power, final <==
part | internal [mW] | switching (mW)
clock network | 0.0787 | 0.0801
logic | 0.456 | 0.439
registers | 0.243 | 0.0985
total | 0.777 | 0.618
==> cell usage after synthesis, drive strengths merged, types with 2 or more instances <==
master	instances	area share
a21oi	51	0.073
nand2	40	0.042
nor2	38	0.040
xnor2	36	0.089
dfrtp	32	0.23
ha	32	0.11
o21ai	32	0.046
nand3	23	0.032
xor2	18	0.044
clkbuf	16	0.017
o22ai	15	0.026
a21o	11	0.024
o211ai	11	0.023
a211oi	10	0.026
nand4	10	0.018
inv	9	0.0095
o21bai	8	0.017
and3	6	0.011
nor3	6	0.0085
and4	5	0.012
mux2i	5	0.014
buf	4	0.0085
a31oi	3	0.0053
o31ai	3	0.0078
a21boi	2	0.0042
and2	2	0.0039
nand3b	2	0.0042
nor4	2	0.0035
o221ai	2	0.0049
o41ai	2	0.010
==> cells in the final DEF, fill, tap and decap left out, types with 8 or more instances in the layout <==
cell type and instances:
o21ai_0 31, a21o_1 10, o22ai_1 15, xor2_1 18, o21bai_1 8, clkdlybuf4s50_1 98
nand4_1 10, nand2_1 40, dfrtp_1 32, xnor2_1 36, nor2_1 38, nand3_1 23
a211oi_1 8, o211ai_1 11, a21oi_1 50, ha_1 32, inv_1 9
==> critical path, cell delays in order <==
cell and delay [ps]:
clkdlybuf4s50_1 400, ha_1 220, fa_1 430, a211oi_1 340, o21bai_1 190, o221ai_1 250, a21oi_1 130, o31ai_1 440
nand3_1 120, o31a_1 120, o221a_2 260
==> metal layers <==
layer	GRT usage	vias up	wire length (um)
met2	0.379	138	4850
met5	0	-	0
met3	0.0201	5	636
li1	-	1846	-
met4	0.0236	0	69
met1	0.399	1709	5330
==> final timing paths <==
kind | startpoint | endpoint | slack [ps] | cells after the start
hold reg to reg | PC_Reg.PC[0]$_DFFE_PP0P_ | PC_Reg.PC[0]$_DFFE_PP0P_ | 580 | 2
hold / removal | PC_Reg.PC[0]$_DFFE_PP0P_ | PC_Reg.PC[0]$_DFFE_PP0P_ | 580 | 2
setup reg to reg | PC_Reg.PC[0]$_DFFE_PP0P_ | PC_Reg.PC[28]$_DFF_PP0_ | 3960 | 10
min in group asynchronous | rst | PC_Reg.PC[0]$_DFFE_PP0P_ | 1510 | 3
setup / recovery | ImmOp[0] | PC_Reg.PC[28]$_DFF_PP0_ | 2870 | 11
max in group asynchronous | rst | PC_Reg.PC[27]$_DFF_PP0_ | 5150 | 3
==> area by class of cell <==
class,count,area share
Multi-Input combinational cell,387,0.556
Timing Repair Buffer,104,0.218
Sequential cell,32,0.170
Tap cell,108,0.0287
Clock buffer,6,0.0176
Inverter,10,0.00798
Clock inverter,2,0.00213
==> cells by family after synthesis <==
| logic type | share of synthesized area |
|---|---|
| compound gates | 0.286 |
| xor+xnor | 0.133 |
| fa+ha+maj | 0.118 |
| buf+inv | 0.0384 |
| flops | 0.226 |
| mux | 0.0141 |
| simple gates | 0.184 |
