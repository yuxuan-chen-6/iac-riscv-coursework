==> flow/design.v <==
module SignEx (
    input  logic [ 2:0] ImmSrc,
    input  logic [31:0] instr,
    output logic [31:0] ImmOp
);
  always_comb
    case (ImmSrc)
      3'b000:  ImmOp = {{20{instr[31]}}, instr[31:20]};   
      3'b001:  ImmOp = {{20{instr[31]}}, instr[31:25], instr[11:7]};   
      3'b010:  ImmOp = {{20{instr[31]}}, instr[7], instr[30:25], instr[11:8], 1'b0};   
      3'b011:  ImmOp = {{12{instr[31]}}, instr[19:12], instr[20], instr[30:21], 1'b0};   
      default: ImmOp = 32'b0;
    endcase
endmodule
==> flow/run.sh <==
#!/bin/bash
# OpenROAD 26Q1-2900-gdf79404cd8, Yosys 0.63+post, stock flow scripts
make -C /OpenROAD-flow-scripts/flow DESIGN_CONFIG=/design/flow/config.mk WORK_HOME=/design/flow/orfs finish
==> flow/config.mk <==
export PLATFORM = sky130hd
export DESIGN_NAME = SignEx
export DESIGN_NICKNAME = SignEx
export VERILOG_FILES = /design/flow/design.v
export SDC_FILE = /design/flow/constraint.sdc
export NUM_CORES = 4
export LEC_CHECK = 1
export CORE_AREA = 10 10 70 70
export DIE_AREA = 0 0 80 80
==> flow/constraint.sdc <==
current_design SignEx

set clk_period 1.4
set clk_io_pct 0.2

create_clock -name clk0 -period $clk_period

set non_clock_inputs [all_inputs -no_clocks]
set_input_delay [expr $clk_period * $clk_io_pct] -clock clk0 $non_clock_inputs
set_output_delay [expr $clk_period * $clk_io_pct] -clock clk0 [all_outputs]
==> results.yml <==
# implementation run metrics
timing:
  setup_ws_ps: 42.3
  worstMarginPinSlew_ps: 231
  report.final.slew_viol_count: 0
  finalClockPeriodUsage: 0.970
  relSlewSlack: 0.846
  setup_viol: 0
  hold_viol_final: 0
  period_minus_slack_ps: 1360
  clock.fmax_ghz: 0.737
  setup_tns_ps: 0
die:
  dieArea_um2: 6400
  die_w_um: 80
  die-height_um: 80
  core_um2: 3420
  rows: 21
  io_pins: 67
  fp_util: 0.116
cells_and_area:
  drive_above_1_share: 0.472
  lay_top_cells: "clkdlybuf4s50_1 (21), dlygate4sd2_1 (19), buf_2 (15)"
  utilization: 0.345
  design.seq.count: 0
  area_growth_pct: 198
  nFillCells: 353
  clock_buffers: 0
  lay_top_count: "clkdlybuf4s50_1"
  flop_area_um2: 0
  post-route-cell-area_um2: 1180
logic_synthesis:
  syn_area_um2: 395
  ys_area_um2: 395
  ys_cells: 58
  synth_cell_types: 13
  avgSynthCellArea_um2: 6.82
  ys_seq_share: 0
  ys.warnings.count: 1
  syn_inst: 58
critical_path:
  cp.arrival_ps: 1080
  start_kind: "input pin"
  endpoint: "ImmOp[1]"
  critPathSlowestCell: "clkdlybuf4s50_1"
  crit_start: "instr[21]"
  slowest_delay_ps: 500
  end_kind: "output pin"
  cp_cell_sequence: "clkdlybuf4s50_1 > nand2b_4 > mux2i_1 > buf_2"
  required_ps: 1120
  path_delay_family: "buffers and inverters"
  cp_num_cells: 4
  crit_type: "input pin to output pin"
  cp_num_buf_inv: 2
  worstPathMaxFanout: 1
placement:
  placed_cell_area_um2: 1030
  place_congestion: 0.755
  io_buffers: 60
  dp_hpwl_um: 1730
  place_ws_ps: -736
grt:
  grt_max_degree: 11
  grt_usage: 0.0633
  grt_pass1_vias: 670
  grt_overflow_total: 0
  grt_pass1_wl_um: 3390
  grt_antenna_before_repair: 0
detailed_routing:
  dr.pass1.iters: 3
  n_antenna_cell: 0
  viasPerCell: 3.73
  drcViolationCount: 0
  wl_um: 2160
  drt-initial-drc-count: 18
  wire_per_inst_um: 12.6
  via_count: 637
  drtAntennaViolNets: 0
power_and_ir_drop:
  power.leakage_nw: 0.590
  power.density_nw_per_um2: 272
  vdd_drop_max_uv: 108
run:
  cap_violations: 0
  warning_count: 39
status:
  status: "finished, final reports clean"
min_path:
  hp-class: "input pin to output pin"
## cells by family (layout without fill, tap and decap cells)
kind of cell,count (synthesis),count (layout),share of synthesized area
simple gates,25,25,0.361
mux,6,6,0.152
xor+xnor,1,1,0.0412
compound gates,10,10,0.158
buf+inv,16,83,0.288
## worst min path at each step
stage         startpoint        end  slack (ps)  cells after the start
CTS            ImmSrc[1]   ImmOp[2]         980                      4
global route   instr[16]  ImmOp[16]         960                      4
finish         instr[16]  ImmOp[16]         920                      4
## report_power, final
group | leakage, nW | internal, mW | switching (mW) | total (mW)
Combinational | 0.590 | 0.220 | 0.101 | 0.321
Clock | 0 | 0 | 0 | 0
Sequential | 0 | 0 | 0 | 0
## area by class of cell
cell class | instances | area (um^2) | area share
tap | 46 | 57.6 | 0.0489
timing repair buffer | 83 | 743 | 0.631
multi-input combinational | 42 | 377 | 0.320
## per-stage QoR
step / instances / power (mW) / hold slack [ps]
floorplan: 58 / 0.0906 / 623
global placement: 158 / 0.290 / 1480
detailed placement: 158 / 0.293 / 1470
CTS: 172 / 0.319 / 980
global route: 171 / 0.350 / 959
finish: 171 / 0.321 / 922
## synth_stat cells
master / instances / share of area
nor2b_1: 7 / 0.11
nand2b_1: 8 / 0.13
a211oi_2: 1 / 0.032
buf_2: 4 / 0.051
xnor2_2: 1 / 0.041
a21bo_2: 1 / 0.025
nor2_1: 1 / 0.0095
nand3_1: 8 / 0.10
mux2i_1: 6 / 0.15
buf_4: 11 / 0.21
buf_6: 1 / 0.028
a21oi_1: 8 / 0.10
nor3_1: 1 / 0.013
## routing by layer
metal / vias up / global-route usage / wire [um]
li1: 320 / - / -
met3: 0 / 0.0295 / 258
met5: - / 0 / 0
met4: 0 / 0 / 0
met2: 30 / 0.110 / 1000
met1: 287 / 0.0733 / 893
## repair_timing
item,in CTS,in global routing
endpoints found under the setup margin,32,10
pin swaps,14,4
resized,107,8
buffers inserted,15,0
hold buffers,0,0
cloned,1,0
Power is estimated from default activity; no workload was simulated.
