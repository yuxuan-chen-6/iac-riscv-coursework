$ cat ./config.mk
export PLATFORM = sky130hd
export DESIGN_NAME = alu_
export DESIGN_NICKNAME = alu_
export VERILOG_FILES = /design/flow/design.v
export SDC_FILE = /design/flow/constraint.sdc
export NUM_CORES = 4
export LEC_CHECK = 1
export CORE_UTILIZATION = 40
$ cat ./constraint.sdc
current_design alu_

set clk_period 26.3
set clk_io_pct 0.2

create_clock -name clk0 -period $clk_period

set non_clock_inputs [all_inputs -no_clocks]
set_input_delay [expr $clk_period * $clk_io_pct] -clock clk0 $non_clock_inputs
set_output_delay [expr $clk_period * $clk_io_pct] -clock clk0 [all_outputs]
$ cat ./design.v
module alu_(
    input   logic [31:0]      ALUop1, 
    input logic [31:0] ALUop2,
    input   logic [2:0]            ALUctrl,
    output  logic [31:0]       ALUout,
    output  logic               EQ
);
always_comb begin
    case (ALUctrl)
    3'b000:     ALUout = ALUop1 + ALUop2;
    3'b001: ALUout = ALUop1 << ALUop2;
    3'b010: ALUout = 32'b0;
    3'b011: ALUout = 32'b0;
    3'b100: ALUout = 32'b0;
    3'b101: ALUout = 32'b0;
    3'b110: ALUout = 32'b0;
    default:    ALUout = 0;
    endcase
end
assign      EQ = (ALUop1 == ALUop2);
endmodule
$ cat ./run.sh
#!/bin/bash
# OpenROAD 26Q1-2900-gdf79404cd8, Yosys 0.63+post, stock flow scripts
make -C /OpenROAD-flow-scripts/flow DESIGN_CONFIG=/design/flow/config.mk WORK_HOME=/design/flow/orfs finish
==> flow_metrics.env <==
# flow metrics
export IMPL_outcome="finished, final reports clean"
export IMPL_finalClockPeriodUsage_pct=54.09
export IMPL_grt_start_max_net_pins=47
export IMPL_syn_cell_area_sq_mm=0.003672
export IMPL_p_leak_nw=1.779
export IMPL_drt_iter0_drc=295
export IMPL_min_period_ns=14.23
export IMPL_cts_resized=0
export IMPL_tool_warnings=32
export IMPL_drt_pass1_iter_count=5
export IMPL_seq_area_frac_synth_pct=0
export IMPL_num_rows=34
export IMPL_hp_start="ALUop1[0]"
export IMPL_cp_data_required_time_ns=21.04
export IMPL_grt_use_total_pct=29.32
export IMPL_drive_gt1_share_pct=7.731
export IMPL_yosysTopAreaCell="mux2i_1"
export IMPL_die_w_microns=97.82
export IMPL_clock_buffers=0
export IMPL_drcViolationCount=0
export IMPL_via_per_inst=6.181
export IMPL_yosysTopAreaCellShare_pct=11.72
export IMPL_crit_chain="clkdlybuf4s50_1, buf_4, inv_1, buf_4, fa_1, nor2b_1, nor3_1, o21ai_2, a41oi_2, a211o_2, a211oi_2, a2111oi_4, xor2_1, o21ai_1, clkdlybuf4s50_1"
export IMPL_crit_path_end_kind="primary output"
export IMPL_crit_path_max_fanout=37
export IMPL_io_pins=100
export IMPL_startpoint_type="primary input"
export IMPL_fin_setup_tns_ns=0
export IMPL_area_leaders="mux2i_1 (12%), ha_1 (11%), a21oi_1 (8.3%)"
export IMPL_cts_setup_buffers=0
export IMPL_wirelength_mm=14.06
export IMPL_arrival_ns=8.97
export IMPL_wl_per_cell_microns=20.00
export IMPL_grt_pass1_vias=4077
export IMPL_seqCellArea_sq_um=0
export IMPL_vias=4345
export IMPL_yosys_top_cells_count="a21oi_1 (61), nand2_1 (49), mux2i_1 (43)"
export IMPL_fmax_mhz=70.29
export IMPL_synth_warnings=1
export IMPL_ir_worst_vdd_mv=0.009084
export IMPL_finalHoldViolCount=0
export IMPL_io_buffers=100
export IMPL_worstMarginPinSlew_ns=0.7600
export IMPL_slew_viol_final=0
export IMPL_antenna_found_initial=0
export IMPL_drt_met1_wl_mm=6.627
export IMPL_slew_headroom_pct=48.94
export IMPL_holdPathEnd="ALUout[0]"
export IMPL_synth_most_common_cell="a21oi_1"
export IMPL_core_sq_mm=0.008806
export IMPL_met2_length_mm=6.095
export IMPL_ant_nets=0
export IMPL_rsz0062_at_grt="false"
export IMPL_power_uw=88.66
export IMPL_design_seq_count=0
export IMPL_path_buffers=5
export IMPL_topRoutingLayerUsed="met4"
export IMPL_dp_hpwl_mm=11.65
export IMPL_power_density_mw_per_mm2=18.93
export IMPL_wl_met3_mm=1.153
export IMPL_diodes=0
export IMPL_ys_cells=528
export IMPL_maxCapViolCount=0
export IMPL_critPathTopFamily="buffers and inverters"
export IMPL_hold_class="primary input to primary output"
export IMPL_die_height_microns=97.82
export IMPL_gp_congestion=0.9577
export IMPL_yosysChipArea_sq_mm=0.003672
export IMPL_area_growth_pct=27.56
export IMPL_grt_pass1_wl_mm=21.72
export IMPL_grt_overflow_total=0
export IMPL_ys_types=62
export IMPL_cts_hold_buf=0
export IMPL_syn_inst=528
export IMPL_setup_viol=0
export IMPL_initial_core_util_pct=41.70
export IMPL_cp_slowest_cell="clkdlybuf4s50_1"
export IMPL_die_area_sq_mm=0.009568
export IMPL_cp_slowest_stage_delay_ns=0.47
export IMPL_path_class="primary input to primary output"
export IMPL_hold_depth=4
export IMPL_fill_cells=848
export IMPL_syn_area_per_cell_sq_um=6.955
-- worst min-delay path: stages --
cell             delay (ns)
clkdlybuf4s50_1        0.47
nand2b_1               0.18
o31ai_1                0.09
clkdlybuf4s50_1        0.43
-- stage by stage --
stage | cells | instance area [sq um] | setup WS [ns] | hold WS [ns] | utilization [%]
2_1_floorplan | 528 | 3672 | 13.31 | 10.65 | -
3_3_place_gp | 703 | 4684 | 12.11 | 11.68 | 53.20
3_5_place_dp | 703 | 4684 | 12.09 | 11.67 | 53.20
4_1_cts | 703 | 4684 | 12.08 | 11.68 | 53.20
5_1_grt | 703 | 4684 | 11.86 | 11.68 | 53.20
6_report | 703 | 4684 | 12.07 | 11.70 | 53.20
-- power breakdown --
| part | switching (mW) | internal (mW) |
|---|---|---|
| logic | 0.0466 | 0.0420 |
| clock network | 0 | 0 |
| registers | 0 | 0 |
-- cell usage in the layout (no fill, tap or decap), types with 3 or more instances in the layout --
| master | n |
|---|---|
| clkdlybuf4s50_1 | 99 |
| a21oi_1 | 61 |
| nand2_1 | 49 |
| mux2i_1 | 43 |
| nor2_1 | 41 |
| ha_1 | 31 |
| o22ai_1 | 20 |
| o21ai_0 | 19 |
| nor3_1 | 17 |
| xor2_1 | 14 |
| xnor2_1 | 14 |
| nor4_1 | 13 |
| nor2b_1 | 13 |
| o21ai_1 | 13 |
| mux4_2 | 10 |
| a21o_1 | 10 |
| a211oi_1 | 9 |
| buf_4 | 9 |
| mux2_2 | 8 |
| nand2b_1 | 7 |
| nand3_1 | 7 |
| a211o_1 | 7 |
| inv_1 | 6 |
| a31oi_1 | 6 |
| a221oi_1 | 6 |
| and3_1 | 5 |
| or3_1 | 5 |
| nand4_1 | 5 |
| o31ai_1 | 4 |
| nor3_2 | 3 |
| o211ai_1 | 3 |
| o21a_1 | 3 |
-- cells by family after synthesis --
family / after synthesis / share of synthesized area (%)
and+or+nand+nor: 180 / 24.87
AOI/OAI and AO/OA: 177 / 31.14
muxes: 61 / 20.31
buffers and inverters: 50 / 5.895
adders and majority gates: 32 / 11.11
xor gates and xnor gates: 28 / 6.678
-- worst max-delay path by stage --
stage | depth (start not counted) | from | to | slack, ns
4_1_cts | 15 | ALUop2[1] | ALUout[30] | 12.08
5_1_grt | 15 | ALUop2[1] | ALUout[28] | 11.86
6_report | 15 | ALUop2[1] | ALUout[30] | 12.07
-- cell type report --
class                           count  area, sq um  share of cell area, %
Inverter                            8        30.03                 0.6410
Multi-Input combinational cell    478         3456                  73.77
Tap cell                          108        135.1                  2.885
Timing Repair Buffer              109         1064                  22.70
-- per-layer routing --
layer  global-route usage [%]  up-vias
met3                    6.831       12
li1                         -     2150
met2                    44.68      158
met4                    3.846        0
met5                        0        -
met1                    43.46     2025
Power is estimated from default activity; no workload was simulated.
